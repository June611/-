[flow/run.sh]
#!/bin/bash
# OpenROAD 26Q1-2900-gdf79404cd8, Yosys 0.63+post, stock flow scripts
make -C /OpenROAD-flow-scripts/flow DESIGN_CONFIG=/design/flow/config.mk WORK_HOME=/design/flow/orfs finish
[flow/config.mk]
export PLATFORM = sky130hd
export DESIGN_NAME = compare
export DESIGN_NICKNAME = compare
export VERILOG_FILES = /design/flow/design.v
export SDC_FILE = /design/flow/constraint.sdc
export NUM_CORES = 4
export LEC_CHECK = 1
export CORE_UTILIZATION = 30
[flow/constraint.sdc]
current_design compare

set clk_period 3.9
set clk_io_pct 0.2

create_clock -name clk0 -period $clk_period

set non_clock_inputs [all_inputs -no_clocks]
set_input_delay [expr $clk_period * $clk_io_pct] -clock clk0 $non_clock_inputs
set_output_delay [expr $clk_period * $clk_io_pct] -clock clk0 [all_outputs]
[flow/design.v]
module compare(output lt, eq, gt,
		input logic [63:0] a, b);
	always @(a, b)
		if(a<b) lt = 1'b1;	 
		else lt = 1'b0;
	assign gt = (a>b);		 
	comparator ul(eq, a, b);	 
endmodule
module comparator(output logic eq,	
		input logic [63:0] a, b);
	always @(a, b)
		eq = (a==b);
endmodule
==> flow_summary_export.csv <==
group,metric,value,unit
placement,gp_congestion,0.8400,
final_layout,fin_util,66.39,%
final_timing,min_period_over_period,97.71,%
final_timing,holdWs,2571,ps
global_route,grt_pass1_wl,8.066,mm
detailed_routing,ant_nets,0,
worst_setup_path,critical_path_class,"primary input to output port",
final_timing,tightestPinTransition,290.4,ps
final_layout,regArea,0,sq um
final_timing,setup_viol,0,
pwr,peakVddDrop,0.04773,mV
outcome,outcome,"complete, no violations",
final_layout,final_cell_mix,"128 x clkdlybuf4s50_1, 66 x inv_1, 47 x ha_1",
detailed_routing,route.detailed.drc,0,
worst_setup_path,cp-start-kind,"primary input",
synth,synthesis.area,0.001658,sq mm
detailed_routing,drtIter0Drc,29,
worst_setup_path,cp.required,3120,ps
run,tool_warnings,34,
worst_setup_path,worstPathCellList,"clkdlybuf4s50_1 > inv_1 > ha_4 > and3_4 > and4_4 > nand4_1 > nor4_4 > buf_4 > a221oi_2 > and2_1 > dlygate4sd2_1",
final_layout,clock_buffers,0,
die,fp_util,31.85,%
worst_setup_path,slowest_delay,450,ps
final_layout,layout_top_cell,"clkdlybuf4s50_1",
final_timing,maxSlewViolCount,0,
die,pin_count,131,
global_route,gr-total-overflow,0,
synth,synth-seq-area-share,0,%
final_timing,clock.fmax,262.4,MHz
global_route,track_usage,16.58,%
global_route,grt_pass1_vias,1977,
global_route,grt_max_degree,5,
worst_setup_path,cp-end-kind,"output port",
worst_setup_path,crit_arrival,3030,ps
final_layout,area_growth,108.5,%
detailed_routing,wl_per_cell,10.78,microns
pwr,powerDensity,95.79,mW/mm^2
synth,ys_cells,236,
die,die_height,76.34,microns
synth,avgSynthCellArea,7.025,sq um
synth,synth_chip_area,0.001658,sq mm
detailed_routing,num_vias,2013,
synth,yosys_warnings,4,
detailed_routing,viasPerCell,4.454,
worst_setup_path,critPathMaxFanout,4,
placement,portBuffers,131,
die,die_area,0.005827,sq mm
detailed_routing,diodes,0,
global_route,antenna_found_initial,0,
worst_setup_path,cp_num_buf_inv,4,
detailed_routing,wirelength,4.872,mm
final_timing,hold_viol,0,
final_layout,drive_above_1_share,13.35,%
pwr,leakage,1.706,nW
placement,hpwl,4.315,mm
final_layout,seq_cells,0,
detailed_routing,first_pass_iters,4,
hold_path,hp-class,"primary input to output port",
synth,synthCells,236,
final_timing,min_period,3811,ps
final_timing,slew_headroom,80.48,%
synth,ys_types,29,
worst_setup_path,crit_family,"simple AND/OR/NAND/NOR gates",
cts,holdBufCountCts,0,
die,coreArea,0.005205,sq mm
worst_setup_path,critPathSlowestCell,"clkdlybuf4s50_1",
die,rows,26,
run,drv_cap,0,
die,die.size.x,76.34,microns
==> metal layers <==
metal,vias up,wire (microns),global-route usage (%),share of wire [%]
met1,825,2364,21.91,49
met4,0,23,0.7692,0.47
met5,-,0,0,0
li1,1107,-,-,-
met3,2,346,2.555,7.1
met2,79,2138,29.73,44
==> stage by stage <==
stage / std cells / setup slack, ps / area, sq um / setup TNS [ps] / power [mW]
6_report: 452 / 89.22 / 3456 / 0 / 0.3310
5_1_grt: 452 / -34.82 / 3456 / -34.82 / 0.3736
4_1_cts: 448 / -72.66 / 3239 / -141.2 / 0.3096
3_5_place_dp: 448 / -206.7 / 3139 / -599.1 / 0.2975
3_3_place_gp: 448 / -203.5 / 3139 / -556.9 / 0.2966
2_1_floorplan: 236 / 904.3 / 1658 / 0 / 0.1221
==> final timing paths <==
check             startpoint  endpoint  slack, ps  cells after the start
setup / recovery       b[60]        lt         90                     11
hold / removal          a[0]        eq       2570                      7
==> where the power goes <==
part | internal (mW) | switching (mW) | leakage, nW
combinational | 0.211 | 0.120 | 1.71
sequential | 0 | 0 | 0
clock | 0 | 0 | 0
==> final cells by class <==
class / instances / area [sq um]
Tap cell: 70 / 87.58
Timing Repair Buffer: 146 / 1428
Inverter: 67 / 251.5
Fill cell: 430 / 1749
Multi-Input combinational cell: 169 / 1689
==> synth_stat cells (3+ instances only) <==
master	n	area (sq um)
a21o_1	3	22.52
o21ai_0	9	45.04
nor3_1	3	15.01
nand3_1	5	25.02
nand2_1	21	78.83
nand4_1	6	37.54
inv_1	67	251.5
nor2_1	5	18.77
ha_1	64	800.8
a21oi_1	26	130.1
==> timing repair <==
item | 4_1_cts | 5_1_grt
setup buffers | 0 | 4
setup endpoints to repair | 3 | 2
pin swaps | 10 | 12
gates resized | 13 | 22
==> cells by family (layout without fill, tap and decap cells) <==
| kind of cell | count (synthesis) | in the layout | share of synthesized area (%) |
|---|---|---|---|
| and+or+nand+nor | 51 | 51 | 16.68 |
| adders and majority gates | 64 | 64 | 48.30 |
| buffers and inverters | 67 | 213 | 15.17 |
| AOI/OAI and AO/OA | 54 | 54 | 19.85 |
No activity file was given, so power comes from the tool's default toggle rates.
